==> ./design.v <==
module mult(mult_fp_1,
            mult_fp_2,
            mult_fp,
	    CLK,
            RST_N,
            CLK_GATE);
  input CLK;
  input RST_N;
  input CLK_GATE;
  input  signed [15 : 0] mult_fp_1;
  input  signed [15 : 0] mult_fp_2;
  output [15 : 0] mult_fp;
  wire signed [31:0] w; 
  assign w = mult_fp_1 * mult_fp_2;
  assign mult_fp = w[29:14];
endmodule
==> ./run.sh <==
#!/bin/bash
# OpenROAD 26Q1-2900-gdf79404cd8, Yosys 0.63+post, stock flow scripts
make -C /OpenROAD-flow-scripts/flow DESIGN_CONFIG=/design/flow/config.mk WORK_HOME=/design/flow/orfs finish
==> ./config.mk <==
export PLATFORM = sky130hd
export DESIGN_NAME = mult
export DESIGN_NICKNAME = mult
export VERILOG_FILES = /design/flow/design.v
export SDC_FILE = /design/flow/constraint.sdc
export NUM_CORES = 4
export LEC_CHECK = 1
export CORE_UTILIZATION = 40
==> ./constraint.sdc <==
current_design mult

set clk_period 18.5
set clk_io_pct 0.2

create_clock -name clk0 -period $clk_period

set non_clock_inputs [all_inputs -no_clocks]
set_input_delay [expr $clk_period * $clk_io_pct] -clock clk0 $non_clock_inputs
set_output_delay [expr $clk_period * $clk_io_pct] -clock clk0 [all_outputs]
==> results.json <==
{
  "result_of_the_run": "finished, violations left",
  "failed_checks": "DRC",
  "fmax_achieved_mhz": 68.3,
  "cp_max_fo": 16,
  "max_cap_viol_count": 0,
  "count_of_port_buffers_added_during_placement": 48,
  "postSynthAreaPerCell_um2": 9.15,
  "yosys-stat-cells": 984,
  "final.fill_count": 2141,
  "routed_wire_length_per_instance_um": 14.6,
  "dieArea_um2": 23100,
  "via_per_inst": 4.65,
  "synthDominantAreaCellType": "fa_1",
  "wire_length_of_the_first_global_routing_pass_mm": 33.3,
  "cts_setup_buffers": 0,
  "cts_hold_buf": 0,
  "number_of_remaining_drc_errors": 8,
  "ranking_of_synthesized_cells_by_instance_count": "inv_1, fa_1, and2_1, nand2_1, ha_1",
  "syn_to_layout_area_delta_pct": 9.31,
  "stage_log_warnings": 35,
  "rows": 54,
  "grt_pass1_vias": 6533,
  "grt_start_max_net_pins": 18,
  "cp-start-kind": "input port",
  "worst_ep_required_time_ps": 14800,
  "worst-setup-path-type": "in -> out",
  "synthAoiAreaFrac": 0.0285,
  "yosys.area_share.xor_xnor": 0.0292,
  "gp_congestion": 0.868,
  "height_of_the_die_um": 152,
  "initial_core_utilization": 0.410,
  "grt_setup_unrepaired": "no",
  "layout.area.comb_um2": 7830,
  "slew_headroom": 0.433,
  "setup_viol_count_final": 0,
  "grt_overflow_total": 0,
  "placed_cells": 1297,
  "ys_area_um2": 9010,
  "slew_worst_pin_ps": 848,
  "cts.repair.resized": 0,
  "grt.total_usage": 0.193,
  "yosysSeqAreaShare": 0,
  "timing_max_transition_violations_final": 0,
  "antenna_found_initial": 0,
  "finalCritPeriodShare": 0.792,
  "route.final.wire_length_mm": 18.9,
  "die-width_um": 152,
  "period_needed_ps": 14640,
  "synth.mux.area_fraction": 0,
  "register_area_um2": 0,
  "final_cells": 1297,
  "topCellsByArea": "fa_1, inv_1, ha_1",
  "setup.worst_path.end_class": "primary output",
  "drt_pass1_iterations": 45,
  "insertedDiodeCount": 0,
  "dp_hpwl_mm": 15.9,
  "nFlopsAndLatches": 0,
  "netlist.area_leader.share": 0.549,
  "ys_sh_simple": 0.157,
  "cell_with_the_most_instances_after_synthesis": "inv_1",
  "clock_buffers": 0,
  "finalHoldViolCount": 0,
  "synth_adder_area_share": 0.655,
  "crit_arrival_ps": 10940,
  "synth.yosys.warnings": 0,
  "layout-drive-gt1-share": 0.0226,
  "detailroute.via_count": 6025,
  "ys_types": 33,
  "synth.cell_area_um2": 9010,
  "cell_count_after_synthesis": 984,
  "worst_hold_path_type": "in -> out",
  "drtIter0Drc": 162,
  "pre_cts_slack_ps": 3730,
  "coreArea_um2": 22000,
  "detail-route-antenna-nets": 0,
  "worst_slack_ps": 3860,
  "num_io_pins": 51,
  "netlist_logic_family_top": "adder cells",
  "setup_total_neg_slack_ps": 0
}
-- worst max-delay path: stages --
cell             delay [ps]
clkdlybuf4s50_1         860
and2_1                  410
fa_1                    480
inv_1                    50
fa_1                    460
fa_1                    510
inv_1                    50
fa_1                    490
fa_1                    490
inv_1                    50
fa_1                    470
inv_1                    40
ha_1                    330
a21o_1                  170
a21oi_1                 150
nor2b_1                  80
o41ai_1                 630
o21ai_0                 350
a21o_1                  290
a31o_2                  250
xor2_1                  130
clkdlybuf4s50_1         490
-- path summary, 6_finish.rpt --
kind / from / to / slack, ps / depth (start not counted)
max: mult_fp_1[9] / mult_fp[9] / 3860 / 22
min: mult_fp_1[15] / mult_fp[15] / 9070 / 7
-- cells in the final DEF, fill, tap and decap left out, drive strengths merged, types with 4 or more instances in the layout --
cell type,synthesis,layout
nand2,119,119
and2,123,123
clkdlybuf4s50,0,48
ha,76,76
a21oi,9,9
xor2,9,9
xnor2,21,21
nor2,18,18
inv,282,282
and3,4,4
a21o,9,9
nand2b,5,5
o21ai,5,5
fa,247,247
buf,0,17
-- cell families after synthesis --
group,after synthesis
compound gates,37
fa+ha+maj,323
xor+xnor,30
buf+inv,314
simple gates,280
-- routing by layer --
layer | GRT usage | share of wire | up-vias
li1 | - | - | 2856
met1 | 0.297 | 0.44 | 3023
met2 | 0.306 | 0.49 | 142
met3 | 0.0535 | 0.067 | 4
met4 | 0.00632 | 0.0048 | 0
met5 | 0 | 0 | -
-- through the flow --
stage                     hold slack [ps]  area, µm²   util
after global routing                 9170       9840  0.448
after detailed placement             9090       9840  0.448
after global placement               9090       9840  0.448
after floorplan                      7880       9010      -
final                                9070       9840  0.448
after CTS                            9100       9840  0.448
-- layout make-up --
class	instances	share of cell area
inverters	282	0.108
multi-input cells	670	0.795
well taps	280	0.0356
repair buffers	65	0.0618
